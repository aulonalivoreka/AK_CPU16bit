<file path="/design/flow/run.sh">
#!/bin/bash
# OpenROAD 26Q1-2900-gdf79404cd8, Yosys 0.63+post, stock flow scripts
make -C /OpenROAD-flow-scripts/flow DESIGN_CONFIG=/design/flow/config.mk WORK_HOME=/design/flow/orfs finish
</file>
<file path="/design/flow/config.mk">
export PLATFORM = sky130hd
export DESIGN_NAME = ALU_Extra
export DESIGN_NICKNAME = ALU_Extra
export VERILOG_FILES = /design/flow/design.v
export SDC_FILE = /design/flow/constraint.sdc
export NUM_CORES = 4
export LEC_CHECK = 1
export CORE_UTILIZATION = 40
</file>
<file path="/design/flow/constraint.sdc">
current_design ALU_Extra

set clk_period 2.4
set clk_io_pct 0.2

create_clock -name clk0 -period $clk_period

set non_clock_inputs [all_inputs -no_clocks]
set_input_delay [expr $clk_period * $clk_io_pct] -clock clk0 $non_clock_inputs
set_output_delay [expr $clk_period * $clk_io_pct] -clock clk0 [all_outputs]
</file>
<file path="/design/flow/design.v">
`timescale 1ns / 1ps
module ALU1Bit(
    input A, 
    input B,
    input CIN,
    input Bnegate,
    input [2:0] operation, 
    output Result,
    output cout
);
wire notB, mB, andGate, orGate, xorGate, add, sub, mBledhesi;
assign notB = ~B;
mux2ne1 muxB(B, notB, Bnegate, mB);
assign andGate = A & mB;
assign orGate = A | mB;
XOR x(A,mB,xorGate);
Mbledhesi subi(A, mB, Bnegate, sub, cout);
Mbledhesi adder(A, mB, Bnegate, mBledhesi, cout);
mux8ne1 muxALU(andGate, 1'bx , orGate, xorGate, mBledhesi, sub, 1'bx , 1'bx , operation, Result);
endmodule
`timescale 1ns / 1ps
module ALU_16bit(
    input [15:0] A,
    input [15:0] B, 
    input BNegate,
    input [2:0] ALUOp,  
    output [15:0] Result,
    output CarryOut,
    output Zero,
    output Overflow
    );
wire [14:0] COUT;
ALU1Bit  ALU0( A[0],  B[0],  BNegate, BNegate, ALUOp, Result[0],  COUT[0]);
ALU1Bit  ALU1( A[1],  B[1],  COUT[0], BNegate, ALUOp, Result[1],  COUT[1]);
ALU1Bit  ALU2( A[2],  B[2],  COUT[1], BNegate, ALUOp, Result[2],  COUT[2]);
ALU1Bit  ALU3( A[3],  B[3],  COUT[2], BNegate, ALUOp, Result[3],  COUT[3]);
ALU1Bit  ALU4( A[4],  B[4],  COUT[3], BNegate, ALUOp, Result[4],  COUT[4]);
ALU1Bit  ALU5( A[5],  B[5],  COUT[4], BNegate, ALUOp, Result[5],  COUT[5]);
ALU1Bit  ALU6( A[6],  B[6],  COUT[5], BNegate, ALUOp, Result[6],  COUT[6]);
ALU1Bit  ALU7( A[7],  B[7],  COUT[6], BNegate, ALUOp, Result[7],  COUT[7]);
ALU1Bit  ALU8( A[8],  B[8],  COUT[7], BNegate, ALUOp, Result[8],  COUT[8]);
ALU1Bit  ALU9( A[9],  B[9],  COUT[8], BNegate, ALUOp, Result[9],  COUT[9]);
ALU1Bit  ALU10(A[10], B[10], COUT[9], BNegate, ALUOp, Result[10], COUT[10]);
ALU1Bit  ALU11(A[11], B[11], COUT[10],BNegate, ALUOp, Result[11], COUT[11]);
ALU1Bit  ALU12(A[12], B[12], COUT[11],BNegate, ALUOp, Result[12], COUT[12]);
ALU1Bit  ALU13(A[13], B[13], COUT[12],BNegate, ALUOp, Result[13], COUT[13]);
ALU1Bit  ALU14(A[14], B[14], COUT[13], BNegate, ALUOp, Result[14], COUT[14]);
ALU1Bit  ALU15(A[15], B[15], COUT[14], BNegate, ALUOp, Result[15], CarryOut);
assign Zero = ~(Result[0] | Result[1] | 
                Result[2] | Result[3] | 
                Result[4] | Result[5] | 
                Result[6] | Result[7] | 
                Result[8] | Result[9] | 
                Result[10] | Result[11] | 
                Result[12] | Result[13] | 
                Result[14] | Result[15]);  
assign Overflow = COUT[14] ^ CarryOut;
endmodule
`timescale 1ns / 1ps
module ALU_Extra(
    input [15:0] A,
    input [15:0] B, 
    input BNegate,
    input [1:0] ALUOp,
    output [15:0] Result,
    output CarryOut,
    output Zero,
    output Overflow
    );
    wire[15:0] AluRez16;
    wire[15:0] slti_;
    wire[15:0] sll_;
    wire[15:0] sra_;
    ALU_16bit Alu16b(A, B, BNegate, ALUOp, AluRez16, CarryOut, Zero, Overflow);
    SLL sll(A,B,sll_);
    SRA sra(A,B,sra_);
    SLTI slti(A,B,slti_);
    mux4ne1 mux(AluRez16, slti_, sll_, sra_, ALUOp, Result);
endmodule
`timescale 1ns / 1ps
module Mbledhesi(
    input A,
    input B,
    input CIN,
    output SUM,
    output COUT
    );
    assign SUM = A ^ B ^ CIN;  
    assign COUT = (CIN & A) | (CIN & B) | (A & B);  
endmodule
`timescale 1ns / 1ps
module SLL(
  input [15:0] A,
  input [3:0] shiftAmount,
  output reg [15:0] out
);
  always @* begin
    out = A; 
    if (shiftAmount[0] == 1'b1)
      out = {out[14:0], 1'b0};  
    if (shiftAmount[1] == 1'b1)
      out = {out[13:0], 2'b00};  
    if (shiftAmount[2] == 1'b1)
      out = {out[11:0], 4'b0000};  
    if (shiftAmount[3] == 1'b1)
      out = {out[7:0], 8'b00000000};  
  end
endmodule
`timescale 1ns / 1ps
module SLTI(
    input [15:0] A,
    input [15:0] immediate,
    output reg SLTI_result
);
    always @* begin
        if (A < immediate) begin
            SLTI_result = 1;  
        end else begin
            SLTI_result = 0;  
        end
    end
endmodule
`timescale 1ns / 1ps
module SRA(
  input [15:0] A,
  input [3:0] shiftAmount,
  output reg [15:0] out
);
wire signBit = out[15]; 
  always @* begin
    out = A; 
    if (shiftAmount[0] == 1'b1)
      out = {signBit, out[15:1]};
    if (shiftAmount[1] == 1'b1)
      out = {signBit, signBit, out[14:1]};
    if (shiftAmount[2] == 1'b1)
      out = {signBit, signBit, signBit, signBit, out[12:1]};
    if (shiftAmount[3] == 1'b1)
      out = {signBit, signBit, signBit, signBit, signBit, out[11:1]};
  end
endmodule
`timescale 1ns / 1ps
module XOR(
 input A,
 input B, 
 output C
    );
    xor (C, A, B );
endmodule
`timescale 1ns / 1ps
module mux2ne1(
 input A0,
 input A1,
 input S,
 output Dalja
    );
assign Dalja = S ? A1 : A0;
endmodule
`timescale 1ns / 1ps
module mux4ne1(
    input [15:0] A0,
    input [15:0] A1,
    input [15:0] A2,
    input [15:0] A3,
    input [1:0] S,
    output [15:0] Dalja
);
assign Dalja = (S[1] ? (S[0] ? A3 : A2) : (S[0] ? A1 : A0));
endmodule
`timescale 1ns / 1ps
module mux8ne1(
    input A0,
    input A1,
    input A2,
    input A3,
    input A4,
    input A5,
    input A6,
    input A7,
    input [2:0] S,
    output Dalja
    );
assign Dalja = S[2] ? 
               (S[1] ? (S[0] ? A7 : A6) : (S[0] ? A5 : A4)) : 
               (S[1] ? (S[0] ? A3 : A2) : (S[0] ? A1 : A0));
endmodule
</file>
==> out/qor.csv <==
stage,metric,value,unit
critical_path,end_kind,output pin,
route,drc_errors,0,
final_timing,finalCriticalPeriod,2.78,ns
logic_synthesis,top_area_frac,0.208,
logic_synthesis,top_cells_by_count,"inv_1, ha_1, mux2i_1, nand2_1, nor2_1",
route,vias_per_cell,5.83,
place,dp_hpwl,8.02,mm
global_route,grt_pass1_vias,3615,
final_timing,hold_ws,1.64,ns
final_timing,worst_pin_slew,0.422,ns
final_timing,hold_viol,0,
route,ant_nets,0,
logic_synthesis,ys_area,2820,um2
final_timing,finalSetupViolations,17,
floorplanning,chipWidth,86.0,um
logic_synthesis,yosysUniqueCellTypes,55,
global_route,grt_usage,0.319,
final_timing,clock.fmax,360,MHz
run_status,run_status,"complete, but fails checks",
power,fin_total_pwr,1.18,mW
logic_synthesis,edf_count,0,
route,drt-initial-drc-count,206,
logic_synthesis,ys_cells,365,
critical_path,crit_path_top_delay_cell,mux4_2,
logic_synthesis,yosys-top-cells-area,"ha_1, mux2i_1, inv_1",
final_timing,slew_headroom,0.719,
clock_tree,hold_buffers,0,
global_route,grt_start_max_net_pins,21,
final_timing,slew_violations,0,
floorplanning,chipHeight,86.0,um
critical_path,cp_slowest_stage_delay,0.46,ns
logic_synthesis,syn_area_per_cell,7.73,um2
route,wl_per_cell,19.0,um
floorplanning,fp-utilization,0.415,
place,place_congestion,0.980,
logic_synthesis,synth-adder-area-share,0.208,
final_timing,finalClockPeriodUsage,1.16,
logic_synthesis,synth-xor-area-share,0.0621,
route,routed-via-count,3769,
layout,largest_reg_flops,1,
route,diodes,0,
logic_synthesis,most_common_cell,inv_1,
critical_path,required,1.92,ns
route,routed_wl,12.3,mm
logic_synthesis,async_reset_ff_frac,0,
logic_synthesis,muxShareOfSynthArea,0.232,
logic_synthesis,top_logic_kind,multiplexers,
job,warning_count,51,
place,numPortBuffers,54,
global_route,grt_overflow_total,0,
job,maxCapViolCount,0,
min_path,hold_path_class,primary input to output pin,
layout,area_delta_synth_final,90.5,%
floorplanning,die_area,7400,um2
logic_synthesis,syn_inst,365,
critical_path,cp.arrival,2.30,ns
critical_path,cp_max_fo,5,
layout,fill_cells,392,
critical_path,worstSetupPathType,primary input to output pin,
floorplanning,pin_count,54,
power,leakage,2.56,nW
logic_synthesis,yosys.area.top_type,ha_1,
run_status,violations,negative setup slack,
place,dpl_worst_slack,-1.18,ns
floorplanning,rows,30,
power,p_per_area,220,nW/um2
power,ir_worst_vdd,113,uV
final_timing,rsz0062_at_grt,true,
global_route,antenna_found_initial,0,
layout,drive_gt1_frac,0.558,
logic_synthesis,syn_area,2820,um2
critical_path,startpoint_type,primary input,
logic_synthesis,synth-main-ff-cell,dlxtn_1,
final_timing,unclocked_pins,1,
logic_synthesis,synthAoiAreaFrac,0.227,
critical_path,worstPathCellList,buf_8 > buf_12 > buf_12 > buf_4 > buf_6 > mux4_2 > mux2_4 > a221oi_2 > o21ai_1 > buf_2,
final_timing,fin_ws,-0.375,ns
logic_synthesis,ys_ff,1,
floorplanning,core,6790,um2
logic_synthesis,yosysWarnings,9,
route,drtPass1Iterations,6,
logic_synthesis,simple_gate_share,0.152,
layout,final_util,0.791,
final_timing,untimed_endpoints,1,
critical_path,path_common_cell,buf_12,
global_route,grt_pass1_wl,18.0,mm
==> per-stage QoR <==
stage	setup TNS (ns)	cells	cell area, um2
finish	-4.26	646	5380
global route	-5.40	646	5380
CTS	-3.41	640	5090
detailed placement	-16.63	608	4300
global placement	-16.49	608	4300
floorplan	-0.0421	365	2880
==> what timing repair did <==
| item | CTS | global route |
|---|---|---|
| gates resized | 266 | 65 |
| pin swaps | 53 | 36 |
| cloned | 4 | 0 |
| setup buffers | 31 | 9 |
| endpoints found under the setup margin | 18 | 17 |
| endpoints found under the hold margin | 0 | 0 |
==> routing by layer <==
layer | vias to the layer above | part of all wire | global-route usage
li1 | 1735 | - | -
met1 | 1787 | 0.44 | 0.454
met2 | 213 | 0.45 | 0.514
met3 | 34 | 0.090 | 0.0576
met4 | 0 | 0.025 | 0.0652
met5 | - | 0 | 0
==> worst max-delay path, delay by kind of cell <==
kind                   cells  cell delay [ns]
AOI/OAI and AO/OA          2             0.33
buffers and inverters      6             0.73
muxes                      2             0.75
==> cells in the final DEF, fill, tap and decap left out, drive strengths merged, types with 3 or more instances in the layout <==
master and count:
buf 188, inv 50, ha 47, mux2i 25, nand2 24, nor2 18
o21ai 18, xor2 16, mux4 14, a21oi 13, or3 11, o221ai 9
clkdlybuf4s15 9, dlygate4sd2 8, nand3 8, mux2 6, o31ai 6, and3 5
a221oi 5, o211ai 4, a21o 4, nand4 4, clkdlybuf4s50 4, xnor2 4
nor4 4, a221o 3, a211oi 3, a22oi 3, nor3 3, a2bb2oi 3
o2111ai 3
==> power breakdown <==
group | switching (mW) | internal [mW]
combinational | 0.546 | 0.638
clock | 0 | 0
sequential | 0.000251 | 0.000595
total | 0.546 | 0.639
==> cell families (layout without fill, tap and decap cells) <==
logic type,after synthesis,count (layout)
latches,1,1
mux,45,45
buf+inv,76,261
compound gates,90,90
xor+xnor,20,20
simple gates,86,86
fa+ha+maj,47,47
==> worst paths after layout <==
kind	from	end	slack, ns	cells after the start
setup / recovery	B[0]	Result[4]	-0.38	10
hold / removal	A[9]	Result[9]	1.64	5
==> cell type report <==
| cell class | instances | area [um2] | share of cell area |
|---|---|---|---|
| multi-input cells | 288 | 3180 | 0.591 |
| inverters | 50 | 190 | 0.0354 |
| well taps | 96 | 120 | 0.0223 |
| repair buffers | 211 | 1880 | 0.349 |
| flip-flops and latches | 1 | 15.0 | 0.00279 |
No activity file was given, so power comes from the tool's default toggle rates.
