### design.v
`timescale 1ns / 1ps
module Mbledhesi(
    input A,
    input B,
    input CIN,
    output SUM,
    output COUT
    );
    assign SUM = A ^ B ^ CIN;  
    assign COUT = (CIN & A) | (CIN & B) | (A & B);  
endmodule
`timescale 1ns / 1ps
module ripplecarry(
input [15:0] A,
input [15:0] B,
input CIN,
output[15:0]S,
output COUT
);
wire bartja[14:0];
Mbledhesi n0(A[0], B[0], CIN, S[0], bartja[0]);
Mbledhesi n1(A[1], B[1], bartja[0], S[1], bartja[1]);
Mbledhesi n2(A[2], B[2], bartja[1], S[2], bartja[2]);
Mbledhesi n3(A[3], B[3], bartja[2], S[3], bartja[3]);
Mbledhesi n4(A[4], B[4], bartja[3], S[4], bartja[4]);
Mbledhesi n5(A[5], B[5], bartja[4], S[5], bartja[5]);
Mbledhesi n6(A[6], B[6], bartja[5], S[6], bartja[6]);
Mbledhesi n7(A[7], B[7], bartja[6], S[7], bartja[7]);
Mbledhesi n8(A[8], B[8], bartja[7], S[8], bartja[8]);
Mbledhesi n9(A[9], B[9], bartja[8], S[9], bartja[9]);
Mbledhesi n10(A[10], B[10], bartja[9], S[10], bartja[10]);
Mbledhesi n11(A[11], B[11], bartja[10], S[11], bartja[11]);
Mbledhesi n12(A[12], B[12], bartja[11], S[12], bartja[12]);
Mbledhesi n13(A[13], B[13], bartja[12], S[13], bartja[13]);
Mbledhesi n14(A[14], B[14], bartja[13], S[14], bartja[14]);
Mbledhesi n15(A[15], B[15], bartja[14], S[15], COUT);
endmodule
### run.sh
#!/bin/bash
# OpenROAD 26Q1-2900-gdf79404cd8, Yosys 0.63+post, stock flow scripts
make -C /OpenROAD-flow-scripts/flow DESIGN_CONFIG=/design/flow/config.mk WORK_HOME=/design/flow/orfs finish
### config.mk
export PLATFORM = sky130hd
export DESIGN_NAME = ripplecarry
export DESIGN_NICKNAME = ripplecarry
export VERILOG_FILES = /design/flow/design.v
export SDC_FILE = /design/flow/constraint.sdc
export NUM_CORES = 4
export LEC_CHECK = 1
export CORE_AREA = 10 10 73 73
export DIE_AREA = 0 0 83 83
### constraint.sdc
current_design ripplecarry

set clk_period 8.9
set clk_io_pct 0.2

create_clock -name clk0 -period $clk_period

set non_clock_inputs [all_inputs -no_clocks]
set_input_delay [expr $clk_period * $clk_io_pct] -clock clk0 $non_clock_inputs
set_output_delay [expr $clk_period * $clk_io_pct] -clock clk0 [all_outputs]
==> metrics.cfg <==
[synth]
yosys.area.top_type_share_pct=67.02
yosysWarnings=1
ys_cells=42
ys_seq_share_pct=0
netlist_top_cells_area=fa_1 67%, buf_4 25%, inv_1 7.9%
synth_area_um2=478.0
yosysUniqueCellTypes=3
netlist_top_cells_count=16 x buf_4, 16 x fa_1, 10 x inv_1
syn_inst=42
syn_avg_cell_area_um2=11.38
yosys_area_um2=478.0
yosysTopAreaCell=fa_1

[run_status]
violations=setup timing
status=finished with violations

[sta]
setup_ws_ns=-0.4775
tightest_slew_ns=0.1347
hold_violations=0
slew_headroom_pct=90.99
rsz0062_at_grt=true
timing.final.max_slew_violations=0
setup_viol=3
min_period_ns=9.377
final.period_utilization_pct=105.4
fmax_mhz=106.6

[floorplanning]
initial_core_util_pct=12.77
pin_count=50
die_h_um=83
fp.dieArea_um2=6889
die_x_um=83
core_um2=3744
placementRows=22

[worst_setup_path]
end_kind=output pin
crit_fanout=1
critical_path_required_ns=7.12
crit_arrival_ns=7.60
worst-setup-path-type=primary input to output pin
startpoint_type=primary input

[finish]
drive_gt1_share_pct=38.16
area_delta_synth_final_pct=97.38
clock_buffers=0
seq_cells=0
seq_area_um2=0
final_cells=124

[detailed_routing]
remaining_drc_errors=0
num_antenna_cells=0
drt_wl_total_um=1586
num_vias=386
wire_per_inst_um=12.79
first_pass_iters=1
vias_per_cell=3.113
first_iter_violations=0
drtAntennaViolNets=0

[global_route]
use_met1_pct=6.550
grt_busiest_layer=met1
grt_max_degree=2
grt_pass1_wl_um=2677
grt_usage_pct=4.638
grt_antenna_before_repair=0
grt_util_met2_pct=5.237
met3_usage_pct=4.232
grt-ovfl-total=0
grt_pass1_vias=481

[placed_design]
pre_cts_ws_ns=-1.250
gp_congestion=0.9099
hpwl_um=1594
place_inst=124
portBuffers=50

[job]
log.warning_count=35
timing.max_cap.violations=0

[min_path]
worstHoldPathType=primary input to output pin
min_to=S[0]
worstHoldStart=B[0]
hold_depth=5

[power_and_ir_drop]
total_power_mw=0.05989
power_density_nw_per_um2=63.49
ir_worst_vdd_uv=20.96
power_leakage_nw=0.3570

-- cells by family (layout without fill, tap and decap cells) --
kind of cell / count (synthesis) / after routing / synth area share [%]
buf+inv: 26 / 60 / 32.99
fa+ha+maj: 16 / 16 / 67.02
-- critical path: stages --
cell and delay, ns:
buf_6 0.10, inv_4 0.04, fa_2 0.19, inv_2 0.04, fa_2 0.33, fa_2 0.38, fa_2 0.35, fa_2 0.34
fa_2 0.34, fa_2 0.34, fa_2 0.34, fa_2 0.34, fa_2 0.34, fa_2 0.34, fa_2 0.34, fa_2 0.35
fa_2 0.35, fa_2 0.34, inv_2 0.06, fa_2 0.43, inv_2 0.05, buf_2 0.08
-- cells in the final DEF (no fill, tap or decap) --
cell,n
dlygate4sd2_1,3
buf_2,4
inv_1,4
clkdlybuf4s50_1,40
inv_2,4
inv_4,2
fa_2,16
buf_6,3
-- what timing repair did --
action | CTS | global route
endpoints found under the setup margin | 5 | 5
buffers inserted | 0 | 0
hold endpoints to repair | 0 | 0
hold buffers | 0 | 0
resized | 37 | 2
pin swaps | 16 | 16
-- stage by stage --
stage	hold slack [ns]	utilization (%)	instance area, um^2	TNS [ns]
6_report	4.299	25.20	943.4	-0.8089
5_1_grt	4.346	25.20	943.4	-1.345
2_1_floorplan	3.777	-	510.5	-0.2988
3_3_place_gp	4.607	25.40	950.9	-3.690
4_1_cts	4.312	25.13	940.9	-2.039
3_5_place_dp	4.596	25.40	950.9	-3.696
-- worst max-delay path by stage --
| stage | from | cells past startpoint | slack (ns) | endpoint |
|---|---|---|---|---|
| after CTS | B[0] | 22 | -0.86 | S[15] |
| after global routing | CIN | 22 | -0.67 | S[15] |
| final | CIN | 22 | -0.48 | S[15] |
-- metal layers --
| metal | vias up | routed length [um] |
|---|---|---|
| met4 | 0 | 0 |
| met1 | 168 | 754 |
| met3 | 0 | 347 |
| met5 | - | 0 |
| met2 | 50 | 484 |
| li1 | 168 | - |
-- layout make-up --
| class | count | area (um^2) |
|---|---|---|
| fillers | 389 | 2800 |
| inverters | 10 | 42.54 |
| multi-input cells | 16 | 360.3 |
| well taps | 48 | 60.06 |
| repair buffers | 50 | 480.5 |
-- power by group --
group	switching, mW	total (mW)	internal [mW]
clock network	0	0	0
logic	0.0172	0.0599	0.0427
registers	0	0	0
Power is estimated from default activity; no workload was simulated.
